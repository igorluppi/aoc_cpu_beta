===== config.mk =====
export PLATFORM = sky130hd
export DESIGN_NAME = lcd_ram
export DESIGN_NICKNAME = lcd_ram
export VERILOG_FILES = /design/flow/design.v
export SDC_FILE = /design/flow/constraint.sdc
export NUM_CORES = 4
export LEC_CHECK = 1
export CORE_UTILIZATION = 50

===== design.v =====
module lcd_ram(write_clock, read_clock, reset, lcdPos, lcdPosRead, data, lcdmemWrite, dataRead);
	parameter DATA_WIDTH = 8;  
	parameter BITS_SIZE = 5;
	localparam LCD_RAM_SIZE = 2**BITS_SIZE;
	input [DATA_WIDTH-1:0] data;
	input [BITS_SIZE-1:0] lcdPos, lcdPosRead;
	input write_clock, read_clock, reset;
	input [1:0] lcdmemWrite;
	output reg [DATA_WIDTH-1:0] dataRead;
	reg [DATA_WIDTH-1:0] LCD_RAM [LCD_RAM_SIZE-1:0];  
	initial 
	begin : INIT
		LCD_RAM[0] = 8'h20;
		LCD_RAM[1] = 8'h20;
		LCD_RAM[2] = 8'h20;
		LCD_RAM[3] = 8'h20;
		LCD_RAM[4] = 8'h20;
		LCD_RAM[5] = 8'h20;
		LCD_RAM[6] = 8'h20;
		LCD_RAM[7] = 8'h20;
		LCD_RAM[8] = 8'h20;
		LCD_RAM[9] = 8'h20;
		LCD_RAM[10] = 8'h20;
		LCD_RAM[11] = 8'h20;
		LCD_RAM[12] = 8'h20;
		LCD_RAM[13] = 8'h20;
		LCD_RAM[14] = 8'h20;
		LCD_RAM[15] = 8'h20;
		LCD_RAM[16] = 8'h20;
		LCD_RAM[17] = 8'h20;
		LCD_RAM[18] = 8'h20;
		LCD_RAM[19] = 8'h20;
		LCD_RAM[20] = 8'h20;
		LCD_RAM[21] = 8'h20;
		LCD_RAM[22] = 8'h20;
		LCD_RAM[23] = 8'h20;
		LCD_RAM[24] = 8'h20;
		LCD_RAM[25] = 8'h20;
		LCD_RAM[26] = 8'h20;
		LCD_RAM[27] = 8'h20;
		LCD_RAM[28] = 8'h20;
		LCD_RAM[29] = 8'h20;
		LCD_RAM[30] = 8'h20;
		LCD_RAM[31] = 8'h20;
	end 
	always @ (posedge write_clock)
	begin
		if (lcdmemWrite == 2'b10 || reset == 1'b1) begin
			LCD_RAM[0] <= 8'h20;
			LCD_RAM[1] <= 8'h20;
			LCD_RAM[2] <= 8'h20;
			LCD_RAM[3] <= 8'h20;
			LCD_RAM[4] <= 8'h20;
			LCD_RAM[5] <= 8'h20;
			LCD_RAM[6] <= 8'h20;
			LCD_RAM[7] <= 8'h20;
			LCD_RAM[8] <= 8'h20;
			LCD_RAM[9] <= 8'h20;
			LCD_RAM[10] <= 8'h20;
			LCD_RAM[11] <= 8'h20;
			LCD_RAM[12] <= 8'h20;
			LCD_RAM[13] <= 8'h20;
			LCD_RAM[14] <= 8'h20;
			LCD_RAM[15] <= 8'h20;
			LCD_RAM[16] <= 8'h20;
			LCD_RAM[17] <= 8'h20;
			LCD_RAM[18] <= 8'h20;
			LCD_RAM[19] <= 8'h20;
			LCD_RAM[20] <= 8'h20;
			LCD_RAM[21] <= 8'h20;
			LCD_RAM[22] <= 8'h20;
			LCD_RAM[23] <= 8'h20;
			LCD_RAM[24] <= 8'h20;
			LCD_RAM[25] <= 8'h20;
			LCD_RAM[26] <= 8'h20;
			LCD_RAM[27] <= 8'h20;
			LCD_RAM[28] <= 8'h20;
			LCD_RAM[29] <= 8'h20;
			LCD_RAM[30] <= 8'h20;
			LCD_RAM[31] <= 8'h20;
		end
		else if (lcdmemWrite == 2'b01) begin
			LCD_RAM[lcdPos] <= data;
		end
	end
	always @ (posedge read_clock)
	begin
		dataRead <= LCD_RAM[lcdPosRead];
	end
endmodule 

===== constraint.sdc =====
current_design lcd_ram

set clk_period 2.1
set clk_io_pct 0.2

create_clock -name clk0 -period $clk_period [get_ports {read_clock}]
create_clock -name clk1 -period $clk_period [get_ports {write_clock}]

set non_clock_inputs [all_inputs -no_clocks]
set_input_delay [expr $clk_period * $clk_io_pct] -clock clk0 $non_clock_inputs
set_output_delay [expr $clk_period * $clk_io_pct] -clock clk0 [all_outputs]

===== run.sh =====
#!/bin/bash
# OpenROAD 26Q1-2900-gdf79404cd8, Yosys 0.63+post, stock flow scripts
make -C /OpenROAD-flow-scripts/flow DESIGN_CONFIG=/design/flow/config.mk WORK_HOME=/design/flow/orfs finish

==> notes.md <==
The run has ended; figures from its reports follow.

The placement-stage worst setup slack came out at -0.348 ns. The run finished, with violations left. The wire length per cell is 23.6 um.

Setup repair after global routing could not meet its margin everywhere. The internal power came out at 9.86 mW. After routing the design area is approximately 15000 um2. The capture point of the worst register-to-register path is recorded as dataRead[4].

Yosys attributes the largest share of cell area to edfxtp_1 (64%), mux4_2 (15%), and2_1 (12%). The chip footprint came out at 24700 um2. The detailed-route vias per instance came out at 5.45. The number of synthesized flops with an enable pin is between 200 and 300. Before placement the cells fill 51.1% of the core. The worst setup path is of the reg -> reg kind. The share of power burned in registers is 49.9%. The fraction of synthesized cell area taken by the top area cell type came out at 63.9%. The checks that failed: setup timing. The layout overhead on the synthesized area came out at 22.4%. The placeable core region is 23500 um2. The detailed placer's ending HPWL came out at 19000 um. The worst setup slack for register-to-register paths came out at -0.1 ns. The clock tree from TritonCTS is done. The initial antenna violation count came out at 0. The power share of the combinational group came out at 9.4%.

The yosys cell count came out at 738. The final worst setup slack is -0.0955 ns. The worst slack on hold paths came out at 0.732 ns.

The number of buffers inserted by post-CTS setup repair is 0. The total placed instance area is 13700 um2. The CTS clock-pin slew for the worst setup and hold paths came out at around 0.060 ns. The global-route usage over all layers is 27.4%. Entering global routing, the biggest net connects 33 pins. The post-route DRC violation count is 0.

Summed over all layers, the routed wires come to 28100 um. The power density over the cells came out at 854 nW/um2. The launch point of the critical path was reported as LCD_RAM[22][4]. Max fanout on the critical path was recorded as 1. The antenna diode count came out at 0. The count of antenna-violating nets left after detailed routing came out at 0.

The summed instance area of the synthesized netlist came out at 12000 um2. The net switching fraction of the power came out at 21.5%. The fill cell instance count of the final layout is approximately 1700. The worst slew margin relative to its limit is 66.9%.

The required time of the critical path came out at roughly 2.2 ns. The ratio of cells with drive above 1 in the final layout is between 20% and 30%. The count of input and output buffers came out at 29. STA classifies the critical path endpoint as a flip-flop. The synthesis report names the predominant flop master as edfxtp_1. The tally of yosys warning messages came out at 1. According to the Yosys statistics, the synthesized design has a chip area of 12000 um2.

The worst hold path belongs to the class in -> reg. The end-of-flow timing check tallies setup violations at 8. Per the post-synthesis stats, the area per cell is 16.3 um2. The capture point of the critical path was reported as dataRead[4]. The worst setup path is launched from a flip-flop.

Sorting the Yosys area breakdown by cell type puts at the top edfxtp_1. The global-route wire length before repair came out at 43300 um. The number of hold violations in the final report came out at 0. The share of power burned in the clock network came out at 40.7%. The number of global-route vias before repair is about 7000. The tool warning count for the run is 29. The synthesis-stage register bit count is 264. The power dissipated by switching net loads is 2.70 mW.

The floorplan die width came out at 157 um. The number of violations reported at the end of detailed-routing iteration 0 is 291. The share of the core filled with cells is a little over three fifths. The peak ir drop on the vdd network is approximately 0.7 mV. The worst reg2reg path startpoint is LCD_RAM[22][4]. Across all layers, the routed design uses approximately 6500 vias. The sequential cell area fraction in the yosys report is 65.3%.

Before antenna repair, the detailed router went through 4 iterations. The number of cells on the worst reg-to-reg path came out at 3. The number of ports placed on the die boundary is 31.

Max-slew check failures listed in the final report amount to 0. The final global-route overflow total came out at 0. The number of distinct standard cells referenced by the synthesized netlist came out at 20. The number of sinks driven by the clock tree is roughly 260. The die outline height is 157 um.

After technology mapping, the gate count stands at 738. The share of flip-flops with an asynchronous set or reset is 0%. The weighted congestion at the end of routability-driven global placement came out at slightly below 0.9. The slew of the pin with the lowest slew margin came out at 0.495 ns. Data on the critical path arrives at its endpoint at ~2.3 ns.

For this design the static power due to leakage is ~5.3 nW. The count of max-cap constraint violations came out at 0. The site row count came out at 56.
[worst max-delay path, stage by stage (launching register included)]
cell and delay (ns):
edfxtp_1 0.38, mux4_2 0.55, mux4_2 0.52, mux2_4 0.30
[cells in the mapped netlist (2+ instances only)]
cell type,instances
edfxtp_1,256
and2_1,224
mux4_2,80
nand2b_1,64
clkbuf_1,39
nor3_1,32
dfxtp_1,8
mux2_2,8
buf_4,6
buf_1,5
nand3b_1,3
or3b_2,3
buf_2,2
inv_1,2
[how the worst min path moves through the flow]
stage     cells past startpoint  slack (ns)        endpoint    start
6_report                      2        0.73  LCD_RAM[21][1]  data[1]
5_1_grt                       2        0.74  LCD_RAM[21][1]  data[1]
4_1_cts                       2        0.73  LCD_RAM[23][0]  data[0]
[registers in the layout, indices dropped and copies added (netlist names)]
register and cells:
dataRead 8, LCD_RAM 256
[power by group through the flow]
stage     Combinational, mW  Clock [mW]  Sequential, mW
4_1_cts                1.19        5.20            6.28
5_1_grt                1.26        5.41            6.30
6_report               1.17        5.12            6.27
[kinds of logic (layout without fill, tap and decap cells)]
kind of cell | after synthesis | count (layout) | share of synthesized area (%)
buffers and inverters | 55 | 186 | 1.99
DFF | 264 | 264 | 65.3
AOI/OAI and AO/OA | 1 | 1 | 0.0416
and+or+nand+nor | 330 | 330 | 17.0
muxes | 88 | 88 | 15.7
[metal layers]
| layer | up-vias | GRT usage, % | share of wire (%) |
|---|---|---|---|
| met5 | - | 2.48 | 0.21 |
| met4 | 2 | 4.81 | 2.2 |
| met3 | 43 | 15.6 | 13 |
| met2 | 303 | 38.1 | 46 |
| met1 | 3154 | 42.4 | 39 |
| li1 | 2976 | - | - |
[through the flow]
stage / power (mW) / std cells / TNS (ns)
floorplan: 6.90 / 738 / -8.42
global placement: 7.53 / 1136 / -82.92
detailed placement: 7.55 / 1136 / -88.45
CTS: 12.7 / 1188 / -0.590
global route: 13.0 / 1188 / -0.820
finish: 12.6 / 1188 / -0.478
[placed cells by master (no fill, tap or decap), drive strengths merged]
| cell type | count |
|---|---|
| a21oi | 1 |
| and2 | 224 |
| buf | 105 |
| bufinv | 4 |
| clkbuf | 33 |
| clkdlybuf4s50 | 27 |
| clkinv | 11 |
| clkinvlp | 2 |
| dfxtp | 8 |
| edfxtp | 256 |
| inv | 4 |
| mux2 | 8 |
| mux4 | 80 |
| nand2b | 64 |
| nand3 | 1 |
| nand3b | 3 |
| nand4bb | 1 |
| nor3 | 32 |
| or3 | 1 |
| or3b | 3 |
| or4b | 1 |
[final cells by class]
type	instances	area, um2	share of cell area (%)
inverter	2	7.51	0.0510
tap	319	399	2.71
timing repair buffer	132	1440	9.75
clock buffer	33	762	5.18
clock inverter	19	214	1.45
multi-input combinational	419	4050	27.5
sequential	264	7850	53.3
[repair_timing]
action,in CTS,in global routing
hold endpoints to repair,0,0
resized,5,0
endpoints found under the setup margin,8,8
hold buffers,0,0
Power is estimated from default activity; no workload was simulated.

### config.mk
export PLATFORM = sky130hd
export DESIGN_NAME = mux_8
export DESIGN_NICKNAME = mux_8
export VERILOG_FILES = /design/flow/design.v
export SDC_FILE = /design/flow/constraint.sdc
export NUM_CORES = 4
export LEC_CHECK = 1
export CORE_AREA = 10 10 120 120
export DIE_AREA = 0 0 130 130
### design.v
module mux_8(in_1, in_2, in_3, in_4, in_5, in_6, in_7, in_8, out, flag);
	input [31:0] in_1, in_2, in_3, in_4, in_5, in_6, in_7, in_8;
	input [2:0] flag;  
	output reg [31:0] out;
	always @ (*)
	begin
		case(flag)
			0: out = in_1;
			1: out = in_2;
			2: out = in_3;
			3: out = in_4;
			4: out = in_5;
			5: out = in_6;
			6: out = in_7;
         7: out = in_8;
			default: out = 0;
		endcase
	end
endmodule
### constraint.sdc
current_design mux_8

set clk_period 4.7
set clk_io_pct 0.2

create_clock -name clk0 -period $clk_period

set non_clock_inputs [all_inputs -no_clocks]
set_input_delay [expr $clk_period * $clk_io_pct] -clock clk0 $non_clock_inputs
set_output_delay [expr $clk_period * $clk_io_pct] -clock clk0 [all_outputs]
### run.sh
#!/bin/bash
# OpenROAD 26Q1-2900-gdf79404cd8, Yosys 0.63+post, stock flow scripts
make -C /OpenROAD-flow-scripts/flow DESIGN_CONFIG=/design/flow/config.mk WORK_HOME=/design/flow/orfs finish
==> notes.md <==
- 0 — post-detailed-route count of antenna-violating nets
- 306 — synthesized instance count
- 0.00521 mm² — DP Area
- met4 — highest layer used for signal routing
- 500 ps — biggest cell delay along the critical path
- 2760 ps — Worst Hold Slack
- 712 ps — dpl ws
- 4.89 — DR vias/cell
- 0 — final setup vio count
- 1 — Yosys warnings
- sky130_fd_sc_hd__clkdlybuf4s50_1 — standard cell with the maximum stage delay on the critical path
- 3508 — vias
- 0.00224 mm² — summed standard-cell area reported by yosys
- 14500 µm — Final Routed Wirelength
- 7.34 µm² — Post-Synthesis Mean Instance Area
- 0 — remaining global-route overflow
- 160 — initial detailed-routing violation count
- 4 — Hold Crit Depth
- 0 µm² — sequential cell area
- 0.839 — global placer's final weighted congestion
- 0 — tally of clock buffers in the finished layout
- 0 — max-cap viol count
- 0.188 — effective utilization at floorplan
- 0 — sequential cell count
- 130 µm — die boundary height
- 21000 µm — wire length of the first global-routing pass
- 3760 ps — CP required
- 0 — post-CTS setup-driven buffer insertion count
- input port to output pin — WS Path Type
- 578 ps — transition time of the tightest slew-check pin
- 1560 µm — sum of met3 wire segment lengths after detailed routing
- 4 — 1st-pass router iterations
- 0.00224 mm² — total standard cell area after synthesis
- input port to output pin — worst min-delay path category
- buf_2 > buf_4 > and3b_1 > buf_4 > a22oi_1 > a31oi_1 > clkdlybuf4s50_1 — ordered list of cells on the worst path
- sky130_fd_sc_hd__a22oi_1 — cell type with the largest total area after synthesis
- 0 — post_cts resized
- 3770 — number of global-route vias before repair
- input port — element type at the critical path start
- completed — run status
- 0 — Post-route DRC
- 0.0119 mm² — area of the core region
- 95 — maximum number of pins on one net before global-route repair
- 0.254 GHz — Achievable Freq
- 0.130 — fraction of final layout cells sized beyond drive strength 1
- 5380 µm — met1 wire length
- 18 — peak fanout along the critical path
- 717 — placed cell count
- sky130_fd_sc_hd__buf_4 — most numerous cell on the critical path
- 757 ps — Setup WS post-layout
- 12200 µm — HPWL Detailed
- 0.615 — worst-case headroom to the max-slew limit
- 0.0169 mm² — area of the die
- 0.0326 mV — worst ir drop on vdd
- 20.2 µm — routed wirelength normalized by instance count
- 0 ps — total negative slack
- sky130_fd_sc_hd__a22oi_1, sky130_fd_sc_hd__mux2_2, sky130_fd_sc_hd__a21bo_2 — top cells by area, synth
- 0 — sequential cell area fraction in the yosys report
- 0 — number of hold violations in the final report
- 0 — Antenna Cells
- 0.177 — Dominant cell area share
- 40 — number of placement rows
- 0 — total count of max-transition violations in the final report
- 1188 — total of fill cells in the finished design
- 89.0 mW/mm² — power per cell area
- 0.839 — share of the clock period used by the worst path
- 32 — Log Warnings
- 306 — yosys cell count
- 7440 µm — Met2 Routed Length
- 1.88 nW — LEAKAGE
- 0.158 — global-route usage over all layers
- 291 — IO buf count
- 0 — antenna violations before repair
- 3940 ps — shortest clock period the worst path allows after layout
- 0 — hold-fix buffers at CTS
- 291 — number of primary I/O pins
- 717 — Final Instance Count excl. Fillers
- 0.00521 mm² — Layout Cell Area excl Fill
- 130 µm — Die X
- 3000 ps — CP Data Arrival Time
- 29 — distinct cell type count of the synthesized netlist
- 132% — Syn-to-layout area delta
- false — setup repair after global routing missed its margin
- output pin — Worst Setup End Kind
## per-layer routing
metal | vias up | GRT usage
li1 | 1728 | -
met1 | 1592 | 0.175
met2 | 182 | 0.292
met3 | 6 | 0.0551
met4 | 0 | 0.0146
met5 | - | 0
## where the power goes
group          internal, mW  switching (mW)  total, mW
Sequential                0               0          0
Combinational         0.332           0.132      0.463
Clock                     0               0          0
## area by class of cell
cell class / count / area (µm²) / share of cell area
timing repair buffer: 303 / 3000 / 0.577
tap: 147 / 184 / 0.0353
multi-input combinational: 264 / 2010 / 0.386
inverter: 3 / 11.3 / 0.00216
## cells in the final DEF (no fill, tap or decap), drive strengths merged, types with 6 or more instances in the layout
cell	count
nand2	11
a31oi	27
buf	15
clkdlybuf4s50	288
nand2b	32
mux2i	6
o211ai	25
nor2	30
mux2	28
a22oi	53
a21bo	25
## cells by family after synthesis
family | count (synthesis) | synth area share
AOI/OAI and AO/OA | 145 | 0.499
buffers and inverters | 42 | 0.108
muxes | 37 | 0.197
and+or+nand+nor | 82 | 0.196
## stage by stage
| stage | power [mW] | util |
|---|---|---|
| 2_1_floorplan | 0.153 | - |
| 3_3_place_gp | 0.467 | 0.437 |
| 3_5_place_dp | 0.468 | 0.437 |
| 4_1_cts | 0.470 | 0.437 |
| 5_1_grt | 0.502 | 0.437 |
| 6_report | 0.463 | 0.437 |
## synthesized netlist by cell type (3+ instances only)
cell type and instances:
sky130_fd_sc_hd__a31oi_1 27, sky130_fd_sc_hd__mux2_2 28, sky130_fd_sc_hd__buf_4 3, sky130_fd_sc_hd__o32a_1 3
sky130_fd_sc_hd__o2bb2ai_1 3, sky130_fd_sc_hd__buf_6 3, sky130_fd_sc_hd__nor2_1 29, sky130_fd_sc_hd__a22oi_1 53
sky130_fd_sc_hd__clkbuf_1 5, sky130_fd_sc_hd__a221oi_1 3, sky130_fd_sc_hd__a21bo_2 25, sky130_fd_sc_hd__o21ai_0 3
sky130_fd_sc_hd__mux2i_1 6, sky130_fd_sc_hd__nand4b_1 3, sky130_fd_sc_hd__o211ai_1 25, sky130_fd_sc_hd__inv_1 3
sky130_fd_sc_hd__mux4_2 3, sky130_fd_sc_hd__nand2_1 11, sky130_fd_sc_hd__buf_2 26, sky130_fd_sc_hd__nand2b_1 32
## worst paths after layout
check	endpoint	from	slack, ps
max	out[3]	flag[0]	760
min	out[11]	flag[0]	2760
## critical path, delay by kind of cell
kind | cells | cell delay (ps)
AND-OR/OR-AND | 2 | 270
buffers and inverters | 4 | 1430
AND/OR/NAND/NOR | 1 | 360
Power is estimated from default activity; no workload was simulated.

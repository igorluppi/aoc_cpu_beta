## design/flow/config.mk

```make
export PLATFORM = sky130hd
export DESIGN_NAME = bios
export DESIGN_NICKNAME = bios
export VERILOG_FILES = /design/flow/design.v
export SDC_FILE = /design/flow/constraint.sdc
export NUM_CORES = 4
export LEC_CHECK = 1
export CORE_UTILIZATION = 30
```

## design/flow/constraint.sdc

```tcl
current_design bios

set clk_period 6.4
set clk_io_pct 0.2

create_clock -name clk0 -period $clk_period [get_ports {read_clock}]

set non_clock_inputs [all_inputs -no_clocks]
set_input_delay [expr $clk_period * $clk_io_pct] -clock clk0 $non_clock_inputs
set_output_delay [expr $clk_period * $clk_io_pct] -clock clk0 [all_outputs]
```

## design/flow/run.sh

```bash
#!/bin/bash
# OpenROAD 26Q1-2900-gdf79404cd8, Yosys 0.63+post, stock flow scripts
make -C /OpenROAD-flow-scripts/flow DESIGN_CONFIG=/design/flow/config.mk WORK_HOME=/design/flow/orfs finish
```

## design/flow/design.v

```verilog
module bios(write_clock, read_clock, reset, biosAddress, out);
	parameter DATA_WIDTH = 32;
	parameter BIOS_BITS = 9;
	localparam BIOS_SIZE = 2**BIOS_BITS; 
	input write_clock, read_clock, reset;
	input [DATA_WIDTH-1:0] biosAddress;
	output reg [DATA_WIDTH-1:0] out;
	reg [DATA_WIDTH-1:0] BIOS [BIOS_SIZE-1:0]; 			 
	localparam 	N0 = 8'h30, N1 = 8'h31, N2 = 8'h32, N3 = 8'h33, N4 = 8'h34, N5 = 8'h35, N6 = 8'h36,
					N7 = 8'h37, N8 = 8'h38, N9 = 8'h39,
					AA = 8'h41, BB = 8'h42, CC = 8'h43, DD = 8'h44, EE = 8'h45, FF = 8'h46, GG = 8'h47,
					HH = 8'h48, II = 8'h49, JJ = 8'h4A, KK = 8'h4B, LL = 8'h4C, MM = 8'h4D, NN = 8'h4E,
					OO = 8'h4F, PP = 8'h50, QQ = 8'h51, RR = 8'h52, SS = 8'h53, TT = 8'h54, UU = 8'h55,
					VV = 8'h56, WW = 8'h57, XX = 8'h58, YY = 8'h59, ZZ = 8'h5A,
					A  = 8'h61, B  = 8'h62, C  = 8'h63, D  = 8'h64, E  = 8'h65, F  = 8'h66, G  = 8'h67,
					H  = 8'h68, I  = 8'h69, J  = 8'h6A, K  = 8'h6B, L  = 8'h6C, M  = 8'h6D, N  = 8'h6E,
					O  = 8'h6F, P  = 8'h70, Q  = 8'h71, R  = 8'h72, S  = 8'h73, T  = 8'h74, U  = 8'h75,
					V  = 8'h76, W  = 8'h77, X  = 8'h78, Y  = 8'h79, Z  = 8'h7A,
					BLANK = 8'h20, PIPE = 8'h7C, EQUAL = 8'h3D, LTHAN = 8'h3C, GTHAN = 8'h3E,
					TIMES = 8'h2A, PLUS = 8'h2B, MINUS = 8'h2D, DIV = 8'h2F,
					QMARK = 8'h3F;
	localparam  P00 = 5'h00, P01 = 5'h01, P02 = 5'h02, P03 = 5'h03, P04 = 5'h04, P05 = 5'h05, 
					P06 = 5'h06, P07 = 5'h07, P08 = 5'h08, P09 = 5'h09, P0A = 5'h0A, P0B = 5'h0B, 
					P0C = 5'h0C, P0D = 5'h0D, P0E = 5'h0E, P0F = 5'h0F,
					P10 = 5'h10, P11 = 5'h11, P12 = 5'h12, P13 = 5'h13, P14 = 5'h14, P15 = 5'h15, 
					P16 = 5'h16, P17 = 5'h17, P18 = 5'h18, P19 = 5'h19, P1A = 5'h1A, P1B = 5'h1B, 
					P1C = 5'h1C, P1D = 5'h1D, P1E = 5'h1E, P1F = 5'h1F;
	always @ (posedge read_clock)
	begin
		out <= BIOS[biosAddress];
	end
	always @ (*)
	begin
		BIOS[0] <= 32'b000101_00000_00001_0000000000001010;  
		BIOS[1] <= 32'b000101_00000_00010_0110000110101000;  
		BIOS[2] <= 32'b000101_00000_00011_0110000110101000;  
		BIOS[3] <= 32'b000101_00000_00100_0000000000000000;  
		BIOS[4] <= 32'b000101_00000_00101_0000101110110011;  
		BIOS[5] <= 32'b000000_00010_00010_00000_00010_000000;  
		BIOS[6] <= 32'b000000_00011_00011_00000_00001_000000;  
		BIOS[7] <= 32'b00000000000000000000000000000000;  
		BIOS[8] <= 32'b00000000000000000000000000000000;  
		BIOS[9] <= 32'b00000000000000000000000000000000;  
		BIOS[10] <= 32'b00000000000000000000000000000000;  
		BIOS[11] <= 32'b00000000000000000000000000000000;  
		BIOS[12] <= 32'b00000000000000000000000000000000;  
		BIOS[13] <= 32'b00000000000000000000000000000000;  
		BIOS[14] <= 32'b00000000000000000000000000000000;  
		BIOS[15] <= 32'b00000000000000000000000000000000;  
		BIOS[16] <= {24'b100111_00001_00000_00000_000, BB};  
		BIOS[17] <= {24'b100111_00010_00000_00000_000, II};  
		BIOS[18] <= {24'b100111_00011_00000_00000_000, OO};  
		BIOS[19] <= {24'b100111_00100_00000_00000_000, SS};  
		BIOS[20] <= {24'b100111_00111_00000_00000_000, SS};  
		BIOS[21] <= {24'b100111_01000_00000_00000_000, TT};  
		BIOS[22] <= {24'b100111_01001_00000_00000_000, AA};  
		BIOS[23] <= {24'b100111_01010_00000_00000_000, RR};  
		BIOS[24] <= {24'b100111_01011_00000_00000_000, TT};  
		BIOS[25] <= {24'b100111_01100_00000_00000_000, II};  
		BIOS[26] <= {24'b100111_01101_00000_00000_000, NN};  
		BIOS[27] <= {24'b100111_01110_00000_00000_000, GG};  
		BIOS[28] <= 32'b000000_00010_01010_00000_00000_010000;  
		BIOS[29] <= 32'b000000_01010_01010_00000_00001_000001;  
		BIOS[30] <= 32'b000101_00000_01011_0000000000000000;  
		BIOS[31] <= 32'b000011_01011_01011_0000000000000001;  
		BIOS[32] <= 32'b001000_01011_01010_1111111111111111;  
		BIOS[33] <= 32'b100110_00000000000000000000000000;  
		BIOS[34] <= {24'b100111_00001_00000_00000_000, SS};  
		BIOS[35] <= {24'b100111_00010_00000_00000_000, Y};  
		BIOS[36] <= {24'b100111_00011_00000_00000_000, S};  
		BIOS[37] <= {24'b100111_00100_00000_00000_000, T};  
		BIOS[38] <= {24'b100111_00101_00000_00000_000, E};  
		BIOS[39] <= {24'b100111_00110_00000_00000_000, M};  
		BIOS[40] <= {24'b100111_01000_00000_00000_000, LL};  
		BIOS[41] <= {24'b100111_01001_00000_00000_000, O};  
		BIOS[42] <= {24'b100111_01010_00000_00000_000, A};  
		BIOS[43] <= {24'b100111_01011_00000_00000_000, D};  
		BIOS[44] <= {24'b100111_01100_00000_00000_000, I};  
		BIOS[45] <= {24'b100111_01101_00000_00000_000, N};  
		BIOS[46] <= {24'b100111_01110_00000_00000_000, G};  
		BIOS[47] <= 32'b000000_00011_01010_00000_00000_010000;  
		BIOS[48] <= 32'b000000_01010_01010_00000_00001_000001;  
		BIOS[49] <= 32'b000101_00000_01011_0000000000000000;  
		BIOS[50] <= 32'b000000_01011_01011_00000_00000_001001;  
		BIOS[51] <= 32'b001000_01011_01010_1111111111111111;  
		BIOS[52] <= {24'b100111_10000_00000_00000_000, GTHAN};  
		BIOS[53] <= {24'b100111_11111_00000_00000_000, LTHAN};  
		BIOS[54] <= 32'b000000_00011_01010_00000_00000_010000;  
		BIOS[55] <= 32'b000000_01010_01010_00000_00001_000001;  
		BIOS[56] <= 32'b000101_00000_01011_0000000000000000;  
		BIOS[57] <= 32'b000000_01011_01011_00000_00000_001001;  
		BIOS[58] <= 32'b001000_01011_01010_1111111111111111;  
		BIOS[59] <= {24'b100111_10010_00000_00000_000, GTHAN};  
		BIOS[60] <= {24'b100111_11101_00000_00000_000, LTHAN};  
		BIOS[61] <= 32'b000000_00011_01010_00000_00000_010000;  
		BIOS[62] <= 32'b000000_01010_01010_00000_00001_000001;  
		BIOS[63] <= 32'b000101_00000_01011_0000000000000000;  
		BIOS[64] <= 32'b000000_01011_01011_00000_00000_001001;  
		BIOS[65] <= 32'b001000_01011_01010_1111111111111111;  
		BIOS[66] <= {24'b100111_10100_00000_00000_000, GTHAN};  
		BIOS[67] <= {24'b100111_11011_00000_00000_000, LTHAN};  
		BIOS[68] <= 32'b000000_00011_01010_00000_00000_010000;  
		BIOS[69] <= 32'b000000_01010_01010_00000_00001_000001;  
		BIOS[70] <= 32'b000101_00000_01011_0000000000000000;  
		BIOS[71] <= 32'b000000_01011_01011_00000_00000_001001;  
		BIOS[72] <= 32'b001000_01011_01010_1111111111111111;  
		BIOS[73] <= {24'b100111_10110_00000_00000_000, GTHAN};  
		BIOS[74] <= {24'b100111_11001_00000_00000_000, LTHAN};  
		BIOS[75] <= 32'b000000_00011_01010_00000_00000_010000;  
		BIOS[76] <= 32'b000000_01010_01010_00000_00001_000001;  
		BIOS[77] <= 32'b000101_00000_01011_0000000000000000;  
		BIOS[78] <= 32'b000000_01011_01011_00000_00000_001001;  
		BIOS[79] <= 32'b001000_01011_01010_1111111111111111;  
		BIOS[80] <= 32'b000000_00100_01010_00000_00000_010000;  
		BIOS[81] <= 32'b000000_00101_01011_00000_00000_010000;  
		BIOS[82] <= 32'b100011_00000_01010_01010_00000_000000;  
		BIOS[83] <= 32'b000000_01010_01010_00000_00000_001001;  
		BIOS[84] <= 32'b001000_01010_01011_1111111111111110;  
		BIOS[85] <= 32'b100110_00000000000000000000000000;  
		BIOS[86] <= {24'b100111_00001_00000_00000_000, SS};  
		BIOS[87] <= {24'b100111_00010_00000_00000_000, Y};  
		BIOS[88] <= {24'b100111_00011_00000_00000_000, S};  
		BIOS[89] <= {24'b100111_00100_00000_00000_000, T};  
		BIOS[90] <= {24'b100111_00101_00000_00000_000, E};  
		BIOS[91] <= {24'b100111_00110_00000_00000_000, M};  
		BIOS[92] <= {24'b100111_01001_00000_00000_000, LL};  
		BIOS[93] <= {24'b100111_01010_00000_00000_000, O};  
		BIOS[94] <= {24'b100111_01011_00000_00000_000, A};  
		BIOS[95] <= {24'b100111_01100_00000_00000_000, D};  
		BIOS[96] <= {24'b100111_01101_00000_00000_000, E};  
		BIOS[97] <= {24'b100111_01110_00000_00000_000, D};  
		BIOS[98] <= {24'b100111_10000_00000_00000_000, E};  
		BIOS[99] <= {24'b100111_10001_00000_00000_000, N};  
		BIOS[100] <= {24'b100111_10010_00000_00000_000, T};  
		BIOS[101] <= {24'b100111_10011_00000_00000_000, E};  
		BIOS[102] <= {24'b100111_10100_00000_00000_000, R};  
		BIOS[103] <= {24'b100111_10110_00000_00000_000, Z};  
		BIOS[104] <= {24'b100111_10111_00000_00000_000, E};  
		BIOS[105] <= {24'b100111_11000_00000_00000_000, R};  
		BIOS[106] <= {24'b100111_11001_00000_00000_000, O};  
		BIOS[107] <= {24'b100111_11011_00000_00000_000, I};  
		BIOS[108] <= {24'b100111_11100_00000_00000_000, N};  
		BIOS[109] <= {24'b100111_11101_00000_00000_000, P};  
		BIOS[110] <= {24'b100111_11110_00000_00000_000, U};  
		BIOS[111] <= {24'b100111_11111_00000_00000_000, T};  
		BIOS[112] <= 32'b001001_00000_01100_0000000000000000;  
		BIOS[113] <= 32'b000010_00000_01100_0000000000000000;  
		BIOS[114] <= 32'b000001_00000_01101_0000000000000000;  
		BIOS[115] <= 32'b001000_01101_00000_1111111111111101;  
		BIOS[116] <= 32'b00000000000000000000000000000000;  
		BIOS[117] <= 32'b00000000000000000000000000000000;  
		BIOS[118] <= 32'b00000000000000000000000000000000;  
		BIOS[119] <= 32'b00000000000000000000000000000000;  
		BIOS[120] <= 32'b00000000000000000000000000000000;  
		BIOS[121] <= 32'b00000000000000000000000000000000;  
		BIOS[122] <= 32'b00000000000000000000000000000000;  
		BIOS[123] <= 32'b00000000000000000000000000000000;  
		BIOS[124] <= 32'b100110_00000000000000000000000000;  
		BIOS[125] <= {24'b100111_00011_00000_00000_000, WW};  
		BIOS[126] <= {24'b100111_00100_00000_00000_000, E};  
		BIOS[127] <= {24'b100111_00101_00000_00000_000, L};  
		BIOS[128] <= {24'b100111_00110_00000_00000_000, C};  
		BIOS[129] <= {24'b100111_00111_00000_00000_000, O};  
		BIOS[130] <= {24'b100111_01000_00000_00000_000, M};  
		BIOS[131] <= {24'b100111_01001_00000_00000_000, E};  
		BIOS[132] <= {24'b100111_01011_00000_00000_000, T};  
		BIOS[133] <= {24'b100111_01100_00000_00000_000, O};  
		BIOS[134] <= {24'b100111_10001_00000_00000_000, I};  
		BIOS[135] <= {24'b100111_10010_00000_00000_000, L};  
		BIOS[136] <= {24'b100111_10011_00000_00000_000, O};  
		BIOS[137] <= {24'b100111_10100_00000_00000_000, O};  
		BIOS[138] <= {24'b100111_10101_00000_00000_000, P};  
		BIOS[139] <= {24'b100111_10110_00000_00000_000, N3};  
		BIOS[140] <= {24'b100111_10111_00000_00000_000, N2};  
		BIOS[141] <= {24'b100111_11001_00000_00000_000, S};  
		BIOS[142] <= {24'b100111_11010_00000_00000_000, Y};  
		BIOS[143] <= {24'b100111_11011_00000_00000_000, S};  
		BIOS[144] <= {24'b100111_11100_00000_00000_000, T};  
		BIOS[145] <= {24'b100111_11101_00000_00000_000, E};  
		BIOS[146] <= {24'b100111_11110_00000_00000_000, M};  
		BIOS[147] <= 32'b000000_00010_01010_00000_00000_010000;  
		BIOS[148] <= 32'b000000_01010_01010_00000_00001_000001;  
		BIOS[149] <= 32'b000101_00000_01011_0000000000000000;  
		BIOS[150] <= 32'b000000_01011_01011_00000_00000_001001;  
		BIOS[151] <= 32'b001000_01011_01010_1111111111111111;  
		BIOS[152] <= 32'b000101_00000_00001_0000000000000000;  
		BIOS[153] <= 32'b000101_00000_00010_0000000000000000;  
		BIOS[154] <= 32'b000101_00000_00011_0000000000000000;  
		BIOS[155] <= 32'b000101_00000_00100_0000000000000000;  
		BIOS[156] <= 32'b000101_00000_00101_0000000000000000;  
		BIOS[157] <= 32'b000101_00000_00110_0000000000000000;  
		BIOS[158] <= 32'b000101_00000_00111_0000000000000000;  
		BIOS[159] <= 32'b000101_00000_01000_0000000000000000;  
		BIOS[160] <= 32'b000101_00000_01001_0000000000000000;  
		BIOS[161] <= 32'b000101_00000_01010_0000000000000000;  
		BIOS[162] <= 32'b000101_00000_01011_0000000000000000;  
		BIOS[163] <= 32'b000101_00000_01100_0000000000000000;  
		BIOS[164] <= 32'b000101_00000_01101_0000000000000000;  
		BIOS[165] <= 32'b000101_00000_01110_0000000000000000;  
		BIOS[166] <= 32'b000101_00000_01111_0000000000000000;  
		BIOS[167] <= 32'b000101_00000_10000_0000000000000000;  
		BIOS[168] <= 32'b000101_00000_10001_0000000000000000;  
		BIOS[169] <= 32'b000101_00000_10010_0000000000000000;  
		BIOS[170] <= 32'b000101_00000_10011_0000000000000000;  
		BIOS[171] <= 32'b000101_00000_10100_0000000000000000;  
		BIOS[172] <= 32'b000101_00000_10101_0000000000000000;  
		BIOS[173] <= 32'b000101_00000_10110_0000000000000000;  
		BIOS[174] <= 32'b000101_00000_10111_0000000000000000;  
		BIOS[175] <= 32'b000101_00000_11000_0000000000000000;  
		BIOS[176] <= 32'b000101_00000_11001_0000000000000000;  
		BIOS[177] <= 32'b000101_00000_11010_0000000000000000;  
		BIOS[178] <= 32'b000101_00000_11011_0000000000000000;  
		BIOS[179] <= 32'b000101_00000_11100_0000000000000000;  
		BIOS[180] <= 32'b000101_00000_11101_0000000000000000;  
		BIOS[181] <= 32'b000101_00000_11110_0000000000000000;  
		BIOS[182] <= 32'b000101_00000_11111_0000000000000000;  
		BIOS[183] <= 32'b100010_00000000000000000000000000;  
	end
endmodule
```

==> run notes <==
The synthesis and place-and-route flow finished, so here is a summary.

Setup repair after global routing left no endpoint under its margin. In the setup report, the worst path falls into the class primary input to flop. The number of max-capacitance violations reported came out at 0.

The tree is rooted in a sky130_fd_sc_hd__clkbuf_16. Before placement the cells fill 31.17% of the core. The routed design ends up with an antenna cell count of 0.

The die footprint came out at roughly 13000 µm². The post-synthesis instance total came out at roughly 550. The detailed-routing iteration count for the pre-antenna-repair pass is 6. The library cells used most frequently in the layout, excluding fill and tap cells, are 49 x sky130_fd_sc_hd__nand2_1, 47 x sky130_fd_sc_hd__nor2_1, 44 x sky130_fd_sc_hd__o21ai_0. The clock buffer count from CTS came out at 5. The yosys synthesis chip area is 3806 µm². The fmax is about 0.21 GHz. The element type at the critical path start is a primary input. The initial antenna violation count came out at 0.

The worst VDD IR drop from the latest analysis is 0.07990 mV. Row generation in the floorplan step produced 40 rows. The count of vias placed by the detailed router came out at 5004. Total power normalized to cell area comes to ~150 nW/µm². Along the worst path, the maximum fanout reaches 20. The leakage power came out at roughly 1.5 nW.

The post-synth count of flops with an enable pin is 0. The number of global-route vias before repair came out at roughly 4600. The synthesized area per cell came out at ~6.9 µm². The boundary pin count is ~67. The compound-gate portion of the synthesized area is 35.47%.

The most instantiated logic cell after routing is sky130_fd_sc_hd__nand2_1. The endpoint type of the worst setup path is a flop. The total wire length after detailed routing is 19.93 mm. The antenna violation net count after detailed routing is 0. The global-route congestion overflow total came out at 0.

Of the synthesized area, sequential elements account for 15.25%. The maximum number of pins on one net before global-route repair is roughly 46. Across all checked pins, the minimum headroom to the slew limit is between 40% and 50%. The adder and majority cell fraction of the synthesized area is 0%. According to the dpl log, the detail-placed design has an HPWL of 14.08 mm.

Of the cells placed in the final design, the portion with a size suffix greater than 1 is between 10 and 15%. Per the finish-stage timing summary, setup violations number 0. The global router's overall resource usage came out at 31.29%. The clock period minus final worst setup slack is just under 5 ns. Summing the areas of all xor and xnor instances in the mapped netlist gives 0.6903% of the synthesized area.

The clock sink count is 29. Of the available clock period, the critical path in the final layout requires between 70 and 80%. Counting endpoints that fail hold in the final report gives 0.

The clock H-tree reported by CTS has 2 levels. The count of yosys warnings during synthesis came out at approximately 10000. The power after layout is 0.6452 mW. The post-synthesis async set-or-reset flop share is 0%. The largest family of logic cells by area is simple AND/OR/NAND/NOR gates. The final routed wire length divided by cell count is 27.64 µm.

Of all cell types, the one taking the most synthesized area is sky130_fd_sc_hd__dfxtp_1. The clock tree from TritonCTS is built. In the Yosys report the total cell count is ~550.

The count of state elements after synthesis came out at 29. The timing report gives the clock slew at the launch and capture registers of the worst setup and hold paths as about 0.05 ns. The number of port buffers is around 40.

The largest registers in the layout are out: 29 flops. The weighted congestion reported at the end of routability-driven placement came out at between 1 and 1.5. Per the synthesis report, the simple-gate share of the synthesized area is 38.03%. Once layout is complete, the utilization of the core stands at ~36%.

The synthesis report lists the most area-consuming cells as sky130_fd_sc_hd__dfxtp_1 15%, sky130_fd_sc_hd__o21ai_0 5.8%, sky130_fd_sc_hd__nand2_1 4.8%. The area share of the largest cell type after synthesis is ~15%. The count of hold-fix buffers inserted at cts is 0. The number of warning messages in the logs came out at 50. The run finished with clean final reports. Checking hold timing, the worst path is listed with class primary input to flop. The summed instance area of the synthesized netlist is approximately 3800 µm².

The vertical extent of the die is around 110 µm. The number of resized instances in the post-cts repair step is 0. The count of filler cells inserted in the layout came out at 1347. For the worst setup path, the data required time is around 6.5 ns. The number of vias per cell is just under 7. The wire length of the first global-routing pass came out at 29.70 mm. The routed layout reports a DRC error count of 0. The chip width is about 110 µm.

The data arrival at the endpoint of the critical path is ~4.9 ns. The least setup slack across all paths after layout is roughly 1.6 ns. The number of distinct library cells after synthesis is roughly 86. The post-place setup slack is 1.510 ns.

The synthesis report names the predominant flop master as sky130_fd_sc_hd__dfxtp_1. The violation tally recorded at the end of detailed-routing iteration 0 is between 700 and 800. The area inside the core boundary came out at 12210 µm². The area added between synthesis and finish came out at 14.79%. The register with the most flip-flops is out. The number of buffers inserted to repair setup after CTS is 0.

The transition time at the pin with the least slew margin is between 0.8 and 0.9 ns. The mux share of post-synthesis cell area is less than 1%. The final timing report lists a max-slew violation count of 0.

After routing, the total negative slack on setup checks comes to 0 ns. The largest buffer count on any clock path came out at 2. The flip-flop count of the largest register, all copies and words added came out at 29.
## metrics by stage
step / hold slack, ns / instances / area (µm²)
after global routing: 1.606 / 721 / 4369
final: 1.590 / 721 / 4369
after global placement: 1.863 / 714 / 4227
after floorplan: 1.538 / 552 / 3806
after CTS: 1.566 / 721 / 4369
after detailed placement: 1.847 / 714 / 4227
## cell usage after synthesis (4+ instances only)
| library cell | count |
|---|---|
| sky130_fd_sc_hd__or4_1 | 5 |
| sky130_fd_sc_hd__o32ai_1 | 5 |
| sky130_fd_sc_hd__nand4_1 | 10 |
| sky130_fd_sc_hd__o21ai_0 | 44 |
| sky130_fd_sc_hd__a22oi_1 | 8 |
| sky130_fd_sc_hd__nor2b_1 | 7 |
| sky130_fd_sc_hd__nand2_1 | 49 |
| sky130_fd_sc_hd__or3_1 | 9 |
| sky130_fd_sc_hd__o31a_1 | 4 |
| sky130_fd_sc_hd__o211ai_1 | 6 |
| sky130_fd_sc_hd__dfxtp_1 | 29 |
| sky130_fd_sc_hd__nor2_1 | 47 |
| sky130_fd_sc_hd__buf_1 | 6 |
| sky130_fd_sc_hd__a21oi_1 | 36 |
| sky130_fd_sc_hd__o32a_1 | 4 |
| sky130_fd_sc_hd__o221ai_1 | 5 |
| sky130_fd_sc_hd__or2_2 | 4 |
| sky130_fd_sc_hd__a211oi_1 | 5 |
| sky130_fd_sc_hd__inv_1 | 4 |
| sky130_fd_sc_hd__nand4b_1 | 8 |
| sky130_fd_sc_hd__nand2b_1 | 11 |
| sky130_fd_sc_hd__nand3_1 | 22 |
| sky130_fd_sc_hd__a32o_1 | 4 |
| sky130_fd_sc_hd__nand3b_1 | 5 |
| sky130_fd_sc_hd__nor3_1 | 25 |
| sky130_fd_sc_hd__buf_2 | 27 |
| sky130_fd_sc_hd__nor4_1 | 9 |
| sky130_fd_sc_hd__a31oi_1 | 11 |
| sky130_fd_sc_hd__a32oi_1 | 6 |
| sky130_fd_sc_hd__buf_4 | 11 |
| sky130_fd_sc_hd__a2111oi_0 | 4 |
| sky130_fd_sc_hd__and2_1 | 5 |
| sky130_fd_sc_hd__o22ai_1 | 12 |
| sky130_fd_sc_hd__a21o_1 | 5 |
| sky130_fd_sc_hd__clkbuf_1 | 21 |
## power breakdown
part / internal, mW / leakage, nW / switching, mW
clock network: 0.152 / 0.0700 / 0.0736
logic: 0.0802 / 1.15 / 0.138
registers: 0.198 / 0.239 / 0.00358
## logic make-up after synthesis
group | after synthesis
other | 1
buffers and inverters | 74
xor gates and xnor gates | 3
AOI/OAI and AO/OA | 190
and+or+nand+nor | 253
muxes | 2
DFF | 29
## critical path, cell delays in order
cell and delay [ns]:
sky130_fd_sc_hd__clkdlybuf4s50_1 0.98, sky130_fd_sc_hd__buf_4 0.34, sky130_fd_sc_hd__nand2b_1 0.61, sky130_fd_sc_hd__or3_1 0.19, sky130_fd_sc_hd__o32ai_1 0.09, sky130_fd_sc_hd__nor3_2 0.41, sky130_fd_sc_hd__o21ai_0 0.34, sky130_fd_sc_hd__nor2b_1 0.49
sky130_fd_sc_hd__o21ai_0 0.18
## worst paths after layout
kind	startpoint	endpoint	slack, ns	depth (start not counted)
min	biosAddress[3]	out[21]	1.59	3
max	biosAddress[2]	out[7]	1.58	9
## layer usage
metal / track usage, % / part of all wire [%] / vias to the layer above
li1: - / - / 2126
met1: 43.29 / 39 / 2292
met2: 43.19 / 40 / 482
met3: 9.277 / 14 / 104
met4: 17.75 / 6.8 / 0
met5: 0 / 0 / -
## layout make-up
| class | count | area [µm²] | share of cell area (%) |
|---|---|---|---|
| Timing Repair Buffer | 63 | 568.0 | 13.00 |
| Inverter | 5 | 18.77 | 0.4296 |
| Clock buffer | 7 | 142.6 | 3.265 |
| Tap cell | 168 | 210.2 | 4.811 |
| Multi-Input combinational cell | 449 | 2849 | 65.21 |
| Sequential cell | 29 | 580.6 | 13.29 |
Power figures rest on the tool's default switching activity, not on a simulated workload.

==> ./design.v <==
module alu (a, b, rs, shift, funct, branch);
	parameter tamOp = 32;
	input [tamOp-1:0] a, b;
	input [4:0] shift;
	input [5:0] funct;
	output reg branch;
	output reg [tamOp-1:0] rs;
	always@(*)
	begin
		rs = 0;
		branch = 0;
		case(funct)
			6'b000000: rs = a << shift;                          
         6'b000001: rs = a >> shift;                          
         6'b000010: rs = $signed(a) >>> shift;                
         6'b000011:                                           
                  begin
							rs = a << 1;
							rs[0:0] = a[tamOp-1:tamOp-1];
                  end
         6'b000100:                                           
						begin
                     rs = a >> 1;
							rs[tamOp-1:tamOp-1] = a[0:0];
                  end
			6'b000101: rs = a + b;	                             
         6'b000110: rs = a - b;                               
         6'b000111: rs = a * b;                               
         6'b001000: rs = a / b;                               
			6'b001001: rs = a + 1;                               
         6'b001010: rs = a - 1;                               
         6'b001011: rs = a % b;                               
         6'b001100: rs = a & b;                               
         6'b001101: rs = a | b;	                             
         6'b001110: rs = ~a;	                                
         6'b001111: rs = a ^ b;                               
			6'b010000: rs = a;                                   
         6'b010001: rs = ($signed(a) < $signed(b)) ? 1 : 0;   
			6'b010010: rs = ($signed(a) > $signed(b)) ? 1 : 0;	  
         6'b010011: 														  
						begin 
							rs = (a == b) ? 1 : 0;		  
							branch = rs[0:0];
						end
			6'b010100: branch = (a != b) ? 1'b1 : 1'b0;			  
			default:
						begin
							rs = 0;
							branch = 0;
						end
		endcase
	end
endmodule
==> ./run.sh <==
#!/bin/bash
# OpenROAD 26Q1-2900-gdf79404cd8, Yosys 0.63+post, stock flow scripts
make -C /OpenROAD-flow-scripts/flow DESIGN_CONFIG=/design/flow/config.mk WORK_HOME=/design/flow/orfs finish
==> ./config.mk <==
export PLATFORM = sky130hd
export DESIGN_NAME = alu
export DESIGN_NICKNAME = alu
export VERILOG_FILES = /design/flow/design.v
export SDC_FILE = /design/flow/constraint.sdc
export NUM_CORES = 4
export LEC_CHECK = 1
export CORE_UTILIZATION = 40
==> ./constraint.sdc <==
current_design alu

set clk_period 262.4
set clk_io_pct 0.2

create_clock -name clk0 -period $clk_period

set non_clock_inputs [all_inputs -no_clocks]
set_input_delay [expr $clk_period * $clk_io_pct] -clock clk0 $non_clock_inputs
set_output_delay [expr $clk_period * $clk_io_pct] -clock clk0 [all_outputs]
==> results.txt <==
Status: finished with violations
Violated checks: max-capacitance violations, max-slew violations
Final hold violation count: 0
Drt pass-1 iters: 10
CP dominant cell by count: ha_1
RSZ-0062 raised after global routing: false
Critical Path RT: 209920 ps
Fraction of layout cells with a size suffix above 1: 7.41%
Most crowded layer after global routing: met2
GR Layer Usage met2: 66.3%
Yosys stat chip area: 0.0564 mm²
Vias in the first global route: 61800
Yosys warns: 1
Post-CTS Hold Fix Bufs: 0
Switching power total: 0.000606 W
Fmax: 5.20 MHz
Top cells by count, synth: nand2_1 (952), nor2_1 (850), ha_1 (753), inv_1 (691), a21oi_1 (554)
Row cnt: 137
GP Congestion: 1.11
Sw frac: 67.0%
Most common cell in the netlist: nand2_1
XOR Share, Synth: 7.15%
Grt met1 use: 60.8%
Pre-CTS WS: 73240 ps
Max FO, Critical Path: 39
Tool warnings: 102
Complex Gates by Area: 27.8%
Largest net degree at the start of global routing: 68
Initial antenna violation count: 45
Gr ovfl total: 0
Die y size: 377 µm
# Post-CTS Setup Buffers: 0
Number of remaining DRC errors: 0
CP bufs+invs: 27
CP max-delay cell: o21ai_0
Gate Count Post-Synth: 8045
Initial DRC count: 8073
Vias: 65900
Die X: 377 µm
Power density cells: 14.9 mW/mm²
Avg Cell Area, Syn: 7.01 µm²
Worst hold start: funct[4]
Final wirelength: 335 mm
Flip-flops: 0
P_leak: 28.1 nW
Worst Setup Slack, final: 69960 ps
Setup violators final: 0
Int Power: 0.000299 W
Setup TNS: 0 ps
P&R area growth vs syn: 7.60%
Grt met3 use: 18.2%
Worst EP arrival: 139960 ps
Vias per cell: 6.62
Die area: 0.142 mm²
Hold Crit Class: in2out
Yosys simple share: 22.5%
Yosys cell count: 8045
Seq/Total Area, Yosys: 0%
Crit-path max cell delay: 1170 ps
Pins over their slew limit: 4
Slew HR: -1.79%
Maximum vdd ir drop: 0.0547 mV
Fin crit period: 192440 ps
Wirelength per Cell: 33.7 µm
Worst Path Class, Setup: in2out
FP Util: 40.4%
Largest area contributor in the netlist: ha_1
I/O Pins: 108
Post-route clock period utilization: 73.3%
Top cell area share: 16.7%
CP Launch Type: primary input
Synth cell types: 112
Clock buffer count: 0
Adder Area Share: 31.3%
Mux frac, synth: 3.65%
GRT Resource Usage Total: 47.3%
Comb area leader: adder cells
Core area: 0.140 mm²
First-pass GRT wire length: 465 mm
Max cap viols: 1
Least-Margin Pin Slew: 1510 ps
ANT nets after route: 0
Post-DP HPWL: 264 mm
CP Capture Type: output pin
Count of input and output buffers: 108
Worst setup startpoint: b[26]
CP top delay family: AND-OR/OR-AND gates
Synth area leaders: ha_1 (17%), fa_1 (15%), nand2_1 (6.3%)
Mapped Area: 0.0564 mm²
Register area: 0 µm²
CTS resizes: 0
[stage by stage]
step           hold WS [ps]  util, %  cell area, µm²  power, W  std cells
2_1_floorplan        105050        -           56400  0.000433       8045
3_3_place_gp         106190     43.4           60600  0.000862       9927
3_5_place_dp         106180     43.4           60600  0.000859       9928
4_1_cts              106190     43.4           60600  0.000866       9928
5_1_grt              106230     43.4           60600  0.000933       9934
6_report             106220     43.4           60700  0.000906       9952
[cell type report]
cell class         count  area (µm²)
diodes                24        60.1
fillers            14300       79000
inverters            714        2680
multi-input cells   6924       52300
well taps           1876        2350
repair buffers       414        3310
[logic make-up (layout without fill, tap and decap cells)]
family,Yosys count,count (layout)
multiplexers,184,184
AND/OR/NAND/NOR,2797,2797
AND-OR/OR-AND,2319,2319
other,0,24
adder cells (fa/ha/maj),1164,1164
buffers and inverters,1121,1128
XOR/XNOR,460,460
[worst min-delay path: stages]
cell and delay (ps):
clkdlybuf4s50_1 550, nand2b_1 160, a211oi_1 100, clkdlybuf4s50_1 450
[cells in the final DEF, fill, tap and decap left out, drive strengths merged, types with 65 or more instances in the layout]
| master | count |
|---|---|
| a31oi | 96 |
| o21ai | 461 |
| inv | 696 |
| nand4 | 65 |
| a211oi | 85 |
| nand3 | 199 |
| a21oi | 556 |
| nor2 | 853 |
| clkdlybuf4s50 | 88 |
| o211ai | 89 |
| xnor2 | 303 |
| nand2b | 74 |
| o21a | 156 |
| or3 | 85 |
| ha | 753 |
| fa | 411 |
| nor3 | 218 |
| mux2i | 102 |
| a21o | 206 |
| nand2 | 952 |
| xor2 | 157 |
| mux2 | 72 |
| buf | 325 |
[worst paths after layout]
path     end  cells after the start
min   branch                      4
max   rs[22]                    294
[routing by layer]
metal / vias up / wire (µm)
met2: 4473 / 135000
met1: 31500 / 128000
met5: - / 305
met3: 1163 / 45000
li1: 28700 / -
met4: 38 / 27000
Power is estimated from default activity; no workload was simulated.

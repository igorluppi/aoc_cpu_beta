## ./design.v

```verilog
module mux_9(in_1, in_2, in_3, in_4, in_5, in_6, in_7, in_8, in_9, out, flag);
	input [31:0] in_1, in_2, in_3, in_4, in_5, in_6, in_7, in_8, in_9;
	input [3:0] flag;  
	output reg [31:0] out;
	always @ (*)
	begin
		case(flag)
			0: out = in_1;
			1: out = in_2;
			2: out = in_3;
			3: out = in_4;
			4: out = in_5;
			5: out = in_6;
			6: out = in_7;
			7: out = in_8;
			8: out = in_9;
			default: out = 0;
		endcase
	end
endmodule
```

## ./run.sh

```bash
#!/bin/bash
# OpenROAD 26Q1-2900-gdf79404cd8, Yosys 0.63+post, stock flow scripts
make -C /OpenROAD-flow-scripts/flow DESIGN_CONFIG=/design/flow/config.mk WORK_HOME=/design/flow/orfs finish
```

## ./config.mk

```make
export PLATFORM = sky130hd
export DESIGN_NAME = mux_9
export DESIGN_NICKNAME = mux_9
export VERILOG_FILES = /design/flow/design.v
export SDC_FILE = /design/flow/constraint.sdc
export NUM_CORES = 4
export LEC_CHECK = 1
export CORE_AREA = 10 10 132 132
export DIE_AREA = 0 0 142 142
```

## ./constraint.sdc

```tcl
current_design mux_9

set clk_period 7.7
set clk_io_pct 0.2

create_clock -name clk0 -period $clk_period

set non_clock_inputs [all_inputs -no_clocks]
set_input_delay [expr $clk_period * $clk_io_pct] -clock clk0 $non_clock_inputs
set_output_delay [expr $clk_period * $clk_io_pct] -clock clk0 [all_outputs]
```

==> run notes <==
Notes from the flow run.

Setup path:
- The data required time reported for the critical path is 6160 ps.
- The report shows a maximum critical-path fanout of 15.
- The cell family contributing the most delay on the critical path is buffers and inverters.
- The worst setup path is of the in -> out kind.
- The run gives the data arrival time of the worst path as 4010 ps.
- The run gives the critical path's slowest cell as sky130_fd_sc_hd__nor2_2.
- Walking the worst path, the cells encountered are clkdlybuf4s50_1 -> nor2_2 -> buf_4 -> nand2_1 -> o211ai_1 -> clkdlybuf4s50_1.
- STA classifies the critical path startpoint as an input port.
- The run puts the number of buffers and inverters on the critical path at 3.
- The run gives the delay of the slowest cell on the worst path as 580 ps.
- The run gives the critical path endpoint category as an output port.
- Counting stages on the worst path, the most repeated cell is sky130_fd_sc_hd__clkdlybuf4s50_1.

Power and ir drop:
- The script computed a power per unit cell area of 48.9 nW/um2.
- The run puts the maximum vdd ir drop at 21.3 uV.
- Per the OpenROAD power report, leakage power amounts to 0.00268 uW.

Logic synthesis:
- The run puts the instance count of the mapped netlist at 394.
- Sorting the Yosys area breakdown by cell type puts at the top sky130_fd_sc_hd__and3b_1.
- The synthesized netlist contains 28 unique library cells.
- The main area contributors are sky130_fd_sc_hd__and3b_1 32%, sky130_fd_sc_hd__mux2_2 16%, sky130_fd_sc_hd__a22oi_1 7.2%.
- The synthesis report lists the Yosys warning total as 1.
- In this run the mean area of a mapped cell was 7.65 um2.
- The run puts the mux share of post-synthesis cell area at 0.278.
- The run gives the proportion of netlist area held by the largest area contributor as 0.320.
- The run puts the share of synthesized cell area in full adder, half adder and majority cells at 0.
- The run puts the AND-OR/OR-AND share of the synthesized area at 0.190.
- The run puts the share of the synthesized netlist area taken by xor and xnor gates at 0.
- For reference, the top logic cell family by area is simple AND/OR/NAND/NOR gates.
- Yosys stat counts 394 cells in the synthesized netlist.
- The run puts the post-synthesis instance area at 3010 um2.
- The run gives the yosys synthesis chip area as 3010 um2.
- The cell-mix breakdown from Yosys lists the simple-gate area share as 0.446.
- The run puts the sequential fraction of the synthesis area at 0.

Flow run:
- The run puts the number of max-capacitance violations reported at 0.
- The run puts the number of OpenROAD warnings at 32.

Timing:
- The run gives the setup TNS after final layout as 0 ps.
- The run puts the highest achievable clock rate at 180 MHz.
- The run puts the max-slew violation count at 0.
- The final timing summary puts the cycle share of the worst path at 0.720.
- The run gives the actual transition at the worst max-transition pin as 803 ps.
- The run puts the count of final hold-check violations at 0.
- The run puts the post-route worst hold slack at 4040 ps.
- The run puts the worst relative slew slack at 0.464.
- Setup repair after global routing left no endpoint under its margin.
- Per the finish-stage timing summary, setup violations number 0.
- The worst path needs 5550 ps of the cycle, external delays included.
- The run gives the post-layout worst setup margin as 2150 ps.

Hold path:
- The tightest min-delay check is of the in -> out type.

Global routing:
- The run puts the global route total overflow at 0.
- The run gives the total routing usage reported by global routing as 0.173.
- The run gives the number of global-route vias before repair as 4587.
- The run gives the global-route wire length before repair as 27.7 mm.
- The run puts the pin count of the biggest net entering global routing at 70.
- The initial antenna violation count was 0.

Floorplan:
- The run puts the overall chip area at 20200 um2.
- The run puts the horizontal die size at 142 um.
- The run gives the number of standard-cell rows in the floorplan as 44.
- The run puts the floorplan-stage core utilization at 0.207.
- The run gives the height of the die as 142 um.
- The run puts the placeable core area at 14500 um2.
- The run puts the count of pins on the block boundary at 324.

Route:
- The run gives the wire length after detailed routing as 18.7 mm.
- The run puts the overall via count from detail_route at 4215.
- After detailed routing, the met3 layer carries 1.76 mm of wire.
- The run gives the per-cell routed wire length as 21.6 um.
- The run gives the routed via count divided by cell count as 4.89.
- Per the detail_route log, met2 wirelength is 9.44 mm.
- Per the post-route antenna check, the number of violating nets is 0.
- The run gives the DRC marker count from the first detailed-route iteration as 159.
- The first detailed-routing pass took 4 iterations.
- The script parses the final routing iteration and logs DRC violations as 0.
- The run gives the highest routed metal layer as met4.
- The run gives the total antenna diodes in the routed design as 0.
- The post-route report lists met1 wire length as 7.37 mm.

Cells and area:
- The run puts the count of clock buffers in the final design at 0.
- The run gives the growth of design area from synthesis to finish as 109%.
- The run gives the number of sequential cells in the layout as 0.
- The run puts the footprint of the flip-flops and latches at 0 um2.
- The run puts the final-layout fill cell count at 1421.
- The run puts the fraction of layout instances using a drive strength above 1 at 0.103.

Clock network:
- The run puts the post-CTS repair timing setup buffer count at 0.
- The run gives the hold-fix buffer count after cts as 0.
- The run puts the post-cts gate resize count at 0.

Placement:
- At the placement stage, the worst setup path has a slack of 2090 ps.
- The run puts the placed wire-length estimate after detailed placement at 15.1 mm.
- Input and output buffers added on the ports amount to 324.
- The run gives the global placement routability congestion as 0.886.

Status:
- The run finished with clean final reports.
==> layout make-up <==
class | count | area (um2) | area share
Multi-Input combinational cell | 345 | 2770 | 0.439
Timing Repair Buffer | 333 | 3300 | 0.524
Tap cell | 184 | 230 | 0.0366
==> where the power goes <==
group	internal (uW)	leakage, uW	switching (uW)
Clock	0	0	0
Combinational	219	0.00268	89.5
Sequential	0	0	0
==> per-layer routing <==
| layer | vias to the layer above | global-route usage |
|---|---|---|
| met5 | - | 0 |
| met4 | 0 | 0.00914 |
| met3 | 6 | 0.0495 |
| met2 | 194 | 0.309 |
| met1 | 1922 | 0.209 |
| li1 | 2093 | - |
==> logic make-up after synthesis <==
family                 count (synthesis)
and+or+nand+nor                      180
AOI/OAI and AO/OA                     94
buffers and inverters                 49
muxes                                 71
==> stage by stage <==
step | area [um2] | instances | total power [uW] | util
4_1_cts | 6300 | 862 | 312 | 0.433
2_1_floorplan | 3010 | 394 | 104 | -
5_1_grt | 6300 | 862 | 332 | 0.433
6_report | 6300 | 862 | 308 | 0.433
3_3_place_gp | 6300 | 862 | 308 | 0.433
3_5_place_dp | 6300 | 862 | 310 | 0.433
==> worst paths after layout <==
| kind | from | to | depth (start not counted) |
|---|---|---|---|
| max | flag[3] | out[5] | 6 |
| min | in_9[15] | out[15] | 4 |
==> layout by cell type, fill, tap and decap left out, types with 2 or more instances in the layout <==
| master | count |
|---|---|
| sky130_fd_sc_hd__nor3b_1 | 2 |
| sky130_fd_sc_hd__clkdlybuf4s50_1 | 321 |
| sky130_fd_sc_hd__mux2_1 | 9 |
| sky130_fd_sc_hd__and3_1 | 2 |
| sky130_fd_sc_hd__and3b_1 | 110 |
| sky130_fd_sc_hd__a22oi_1 | 29 |
| sky130_fd_sc_hd__nand4_1 | 28 |
| sky130_fd_sc_hd__nand2_1 | 31 |
| sky130_fd_sc_hd__o21ai_0 | 14 |
| sky130_fd_sc_hd__o21ai_1 | 42 |
| sky130_fd_sc_hd__mux2_4 | 10 |
| sky130_fd_sc_hd__mux2_2 | 43 |
| sky130_fd_sc_hd__mux2i_1 | 8 |
| sky130_fd_sc_hd__a2bb2oi_1 | 3 |
| sky130_fd_sc_hd__o211ai_1 | 3 |
| sky130_fd_sc_hd__a32oi_1 | 2 |
| sky130_fd_sc_hd__buf_4 | 12 |
==> synth_stat cells (3+ instances only) <==
cell type,n
sky130_fd_sc_hd__and3b_1,110
sky130_fd_sc_hd__mux2_2,43
sky130_fd_sc_hd__o21ai_1,42
sky130_fd_sc_hd__nand2_1,31
sky130_fd_sc_hd__a22oi_1,29
sky130_fd_sc_hd__nand4_1,28
sky130_fd_sc_hd__buf_2,26
sky130_fd_sc_hd__clkbuf_1,16
sky130_fd_sc_hd__o21ai_0,14
sky130_fd_sc_hd__mux2_4,10
sky130_fd_sc_hd__mux2_1,9
sky130_fd_sc_hd__mux2i_1,8
sky130_fd_sc_hd__buf_6,5
sky130_fd_sc_hd__a2bb2oi_1,3
sky130_fd_sc_hd__o211ai_1,3
Power is estimated from default activity; no workload was simulated.
